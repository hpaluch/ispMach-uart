<file path="./config.mk">
export PLATFORM = sky130hd
export DESIGN_NAME = bb_uart_clockbase
export DESIGN_NICKNAME = bb_uart_clockbase
export VERILOG_FILES = /design/flow/design.v
export SDC_FILE = /design/flow/constraint.sdc
export NUM_CORES = 4
export LEC_CHECK = 1
export CORE_AREA = 10 10 75 75
export DIE_AREA = 0 0 85 85
</file>
<file path="./constraint.sdc">
current_design bb_uart_clockbase

set clk_period 2.6
set clk_io_pct 0.2

create_clock -name clk0 -period $clk_period [get_ports {clk}]

set non_clock_inputs [all_inputs -no_clocks]
set_input_delay [expr $clk_period * $clk_io_pct] -clock clk0 $non_clock_inputs
set_output_delay [expr $clk_period * $clk_io_pct] -clock clk0 [all_outputs]
</file>
<file path="./design.v">
module bb_top(osc_clk, tmr_clk,txbd_clk, nled, nrst, txd);
  output osc_clk;
  output tmr_clk;
  output [7:0]nled;
  output txbd_clk;
  output txd;
  input nrst;
  assign nled[0] = nrst;          
  assign nled[7:3] = 5'b11111;  
  defparam I1.TIMER_DIV = "1048576";
  OSCTIMER I1 (.DYNOSCDIS(1'b0), .TIMERRES(1'b0), .OSCOUT(osc_clk), .TIMEROUT(tmr_clk));
  wire rst;
  assign rst = ~nrst;
  bb_uart_clockbase cb1( .rst(rst), .clk(osc_clk), .bdout(txbd_clk) );
  reg [11:0]counter;
  wire   wtxbusy;
  assign nled[1] = ~wtxbusy;
  reg rtxen;
  assign nled[2] = ~txd;
  bb_uart_tx tx1( .rst(rst), .txen(rtxen), .txreg(8'h21), .bdclk(txbd_clk), .txd(txd), .txbsy(wtxbusy));
  always @(posedge txbd_clk)
  if (rst)
  begin
    counter <= 0;
    rtxen <= 0;
  end
  else
  begin
    rtxen <= (counter == 4095);
    counter <= counter + 1;
  end
endmodule
module bb_uart_clockbase(rst,clk,bdout);
	input rst;
	input clk;
	output bdout;
	parameter CLK_DIVIDER = 522;
	parameter HALF_DIVIDER = CLK_DIVIDER/2;
	reg [9:0]bd_cnt;
	reg bd_cnt_out;
	assign bdout = bd_cnt_out;
always @(posedge clk)
    if ( rst )
    begin
       bd_cnt     <= 10'b0000000000;  
       bd_cnt_out <= 0;
    end
    else
    begin
       if ( bd_cnt == HALF_DIVIDER )
	   bd_cnt_out <= 1;  
       if ( bd_cnt < CLK_DIVIDER )
          bd_cnt <= bd_cnt + 1;  
       else
       begin
          bd_cnt <= 10'b0000000000;
	  bd_cnt_out <= 0;
       end
    end
endmodule
</file>
<file path="./run.sh">
#!/bin/bash
# OpenROAD 26Q1-2900-gdf79404cd8, Yosys 0.63+post, stock flow scripts
make -C /OpenROAD-flow-scripts/flow DESIGN_CONFIG=/design/flow/config.mk WORK_HOME=/design/flow/orfs finish
</file>
==> flow_summary.html <==
<h2>Synthesis and place &amp; route</h2>
<table>
<tr><th>Metric</th><th>Value</th></tr>
<tr><th colspan="2">Yosys</th></tr>
<tr><td>Share of synthesized area occupied by flip-flops and latches</td><td>45.1%</td></tr>
<tr><td>Chip area in the Yosys report</td><td>488 sq um</td></tr>
<tr><td>Register bit total from synthesis</td><td>11</td></tr>
<tr><td>Yosys warning total</td><td>1</td></tr>
<tr><td>Post-Synthesis Cells</td><td>54</td></tr>
<tr><td>Mapped cell area</td><td>488 sq um</td></tr>
<tr><td>Yosys Instances</td><td>54</td></tr>
<tr><td>Distinct cell type count after synthesis</td><td>21</td></tr>
<tr><td>Post-Syn Area per Cell</td><td>9.04 sq um</td></tr>
<tr><th colspan="2">Final layout</th></tr>
<tr><td>Combined area of the multi-input logic cells</td><td>260 sq um</td></tr>
<tr><td>Most numerous logic cells after layout</td><td>sky130_fd_sc_hd__dfxtp_1, sky130_fd_sc_hd__nor2_1, sky130_fd_sc_hd__a21oi_1, sky130_fd_sc_hd__o21ai_0, sky130_fd_sc_hd__nand3_1</td></tr>
<tr><td>FILL cells</td><td>435</td></tr>
<tr><td>Proportion of layout cells with a drive suffix above 1</td><td>10.0%</td></tr>
<tr><td>Layout overhead on the synthesized area</td><td>26.2%</td></tr>
<tr><td>Most frequent logic cell in the layout</td><td>sky130_fd_sc_hd__dfxtp_1</td></tr>
<tr><td>Reg area</td><td>220 sq um</td></tr>
<tr><th colspan="2">Pwr</th></tr>
<tr><td>Switching Share</td><td>28.1%</td></tr>
<tr><td>Part of the power in registers</td><td>50.3%</td></tr>
<tr><td>Int Pwr</td><td>335 uW</td></tr>
<tr><td>Switch Pwr</td><td>131 uW</td></tr>
<tr><td>Static leakage</td><td>0.000191 uW</td></tr>
<tr><td>Total power draw</td><td>465 uW</td></tr>
<tr><td>Gate power share</td><td>14.4%</td></tr>
<tr><td>Total power density per cell area</td><td>756 nW/um^2</td></tr>
<tr><td>Maximum resistive drop on vdd</td><td>0.000191 V</td></tr>
<tr><td>Share of power burned in the clock network</td><td>35.3%</td></tr>
<tr><th colspan="2">STA</th></tr>
<tr><td>Max-slew violation count</td><td>0</td></tr>
<tr><td>Final TNS setup</td><td>0 ns</td></tr>
<tr><td>Time the worst path needs with I/O delays and setup</td><td>1.56 ns</td></tr>
<tr><td>Clock Skew</td><td>0.00292 ns</td></tr>
<tr><td>Unrepaired setup endpoints after global routing</td><td>false</td></tr>
<tr><td>Worst slew margin relative to its limit</td><td>65.7%</td></tr>
<tr><td>Slew at the pin closest to its max-slew limit</td><td>0.513 ns</td></tr>
<tr><td>Crit share post-route</td><td>59.9%</td></tr>
<tr><td>Highest clock rate</td><td>642 MHz</td></tr>
<tr><td>Endpoints failing hold</td><td>0</td></tr>
<tr><td>Setup Viol. Count Final</td><td>0</td></tr>
<tr><th colspan="2">Route</th></tr>
<tr><td>Routed Antenna Nets</td><td>0</td></tr>
<tr><td>DR vias</td><td>405</td></tr>
<tr><td>Routed length on met3</td><td>46 um</td></tr>
<tr><td>Routed via count divided by cell count</td><td>3.68</td></tr>
<tr><td>Drt first-iter violations</td><td>45</td></tr>
<tr><td>Length of routed wiring on met1</td><td>426 um</td></tr>
<tr><td>Total inserted antenna cells</td><td>0</td></tr>
<tr><td>Highest metal layer used by the detailed router</td><td>met4</td></tr>
<tr><td>Total wire length</td><td>870 um</td></tr>
<tr><td>Count of unresolved DRC violations after routing</td><td>0</td></tr>
<tr><td>Routed wire length per instance</td><td>7.91 um</td></tr>
<tr><td>First drt pass iteration count</td><td>2</td></tr>
<tr><td>Routed wire length on met2</td><td>392 um</td></tr>
<tr><th colspan="2">Clock tree</th></tr>
<tr><td>Post-CTS setup buffer count</td><td>0</td></tr>
<tr><td>Clock root buffer</td><td>sky130_fd_sc_hd__clkbuf_8</td></tr>
<tr><td>Number of buffers inserted by hold repair at cts</td><td>0</td></tr>
<tr><td>Number of gates resized after cts</td><td>0</td></tr>
<tr><td>Clock sink count</td><td>11</td></tr>
<tr><td>CTS HTree Levels</td><td>1</td></tr>
<tr><td>TritonCTS clock tree</td><td>yes</td></tr>
<tr><td>Clock insertion delay at the later pin of the skew report</td><td>0.23 ns</td></tr>
<tr><td>Number of buffers inserted during clock tree synthesis</td><td>3</td></tr>
<tr><td>Reg clk slew, reported paths</td><td>0.05 ns</td></tr>
<tr><td>Maximum number of buffers from clock root to sink</td><td>2</td></tr>
<tr><th colspan="2">Setup path</th></tr>
<tr><td>Family with the most delay on the worst path</td><td>buffers and inverters</td></tr>
<tr><td>R2r setup slk</td><td>1.21 ns</td></tr>
<tr><td>Most frequent cell on the critical path</td><td>sky130_fd_sc_hd__nor2_1</td></tr>
<tr><td>Longest individual stage delay on the worst path</td><td>0.50 ns</td></tr>
<tr><td>Critical path start-end classification</td><td>in -&gt; reg</td></tr>
<tr><td>Arrival time worst endpoint</td><td>1.66 ns</td></tr>
<tr><td>Data required time of the critical path</td><td>2.70 ns</td></tr>
<tr><td>CP max FO</td><td>10</td></tr>
<tr><td>Buffering stage count on the worst path with inverters included</td><td>1</td></tr>
<tr><td>Crit. End Element</td><td>flip-flop</td></tr>
<tr><td>Worst-path cell with the longest stage delay</td><td>sky130_fd_sc_hd__clkdlybuf4s50_1</td></tr>
<tr><td>Startpoint Class</td><td>input port</td></tr>
<tr><td>Cell-by-cell trace of the critical path</td><td>clkdlybuf4s50_1 &gt; nor2_1 &gt; a31oi_2 &gt; nor2_1</td></tr>
<tr><th colspan="2">Die</th></tr>
<tr><td>Placeable Area</td><td>4060 sq um</td></tr>
<tr><td>Vert. Die Dim</td><td>85 um</td></tr>
<tr><td>Die extent in x</td><td>85 um</td></tr>
<tr><td>Count of pins on the block boundary</td><td>3</td></tr>
<tr><td>Total number of placement rows</td><td>23</td></tr>
<tr><td>Floorplan die area</td><td>7230 sq um</td></tr>
<tr><td>Init Core Util</td><td>12.0%</td></tr>
<tr><th colspan="2">Job</th></tr>
<tr><td>Tool warnings</td><td>26</td></tr>
<tr><td>Max Cap Viol</td><td>0</td></tr>
<tr><th colspan="2">Global routing</th></tr>
<tr><td>Overall overflow remaining after global route</td><td>0</td></tr>
<tr><td>First-pass GRT wire length</td><td>1.54 mm</td></tr>
<tr><td>Largest net degree at the start of global routing</td><td>11</td></tr>
<tr><td>Vias in the first global route</td><td>356</td></tr>
<tr><td>Initial antenna violation count</td><td>0</td></tr>
<tr><td>Gr usage total</td><td>2.44%</td></tr>
<tr><th colspan="2">Status</th></tr>
<tr><td>Run status</td><td>completed</td></tr>
<tr><th colspan="2">Place</th></tr>
<tr><td>IO Port Bufs</td><td>2</td></tr>
<tr><td>Final HPWL from detailed placement</td><td>631 um</td></tr>
<tr><td>Global placement routability congestion</td><td>0.807</td></tr>
<tr><th colspan="2">Hold path</th></tr>
<tr><td>Hold crit path type</td><td>reg -&gt; reg</td></tr>
</table>
==> path summary, 6_finish.rpt <==
| path | to | cells after the start | from |
|---|---|---|---|
| setup reg to reg | bd_cnt[6] | 4 | bd_cnt[0] |
| setup / recovery | bd_cnt_out | 4 | rst |
| hold reg to reg | bd_cnt_out | 2 | bd_cnt_out |
| hold / removal | bd_cnt_out | 2 | bd_cnt_out |
==> power groups by stage <==
stage	Clock (uW)	Combinational, uW	Sequential (uW)
global route	183	79.9	238
finish	164	67.0	234
CTS	168	68.0	234
==> kinds of logic after synthesis <==
kind of cell | after synthesis | share of synthesized area (%)
simple gates | 24 | 28.2
compound gates | 12 | 14.6
flops | 11 | 45.1
xor+xnor | 3 | 5.39
buf+inv | 2 | 1.54
fa+ha+maj | 2 | 5.13
==> sequential cells by signal (all words and copies together), names as in the netlist <==
name	cells
bd_cnt	10
bd_cnt_out	1
==> area by class of cell <==
class,count,area share [%]
multi-input cells,41,42.3
flip-flops and latches,11,35.8
well taps,50,10.2
clock buffers,4,7.32
repair buffers,2,3.25
inverters,2,1.22
==> cell usage after synthesis, drive strengths merged <==
library cell | number | area share, %
nand4b | 1 | 1.8
a21oi | 5 | 5.1
ha | 2 | 5.1
xnor2 | 1 | 1.8
inv | 2 | 1.5
a31oi | 2 | 3.8
nand2 | 2 | 2.1
nor4 | 1 | 2.6
nand4 | 1 | 1.3
or4 | 2 | 3.1
nand2b | 1 | 1.3
or3 | 3 | 3.8
nand3 | 4 | 4.1
o31ai | 1 | 1.5
nor2 | 8 | 6.2
dfxtp | 11 | 45
o21ai | 4 | 4.1
nor4bb | 1 | 2.1
xor2 | 2 | 3.6
==> layer usage <==
metal	track usage [%]	up-vias
met5	0	-
li1	-	210
met3	1.35	2
met2	3.47	3
met4	0.599	0
met1	3.12	190
==> stage by stage <==
| step | worst slack (ns) | std cells | hold slack (ns) | cell area [sq um] | utilization [%] |
|---|---|---|---|---|---|
| CTS | 1.05 | 110 | 0.482 | 616 | 15.2 |
| global placement | 0.860 | 106 | 0.459 | 571 | 14.1 |
| global route | 0.954 | 110 | 0.490 | 616 | 15.2 |
| floorplan | 1.35 | 54 | 0.413 | 488 | - |
| finish | 1.04 | 110 | 0.481 | 616 | 15.2 |
| detailed placement | 0.812 | 106 | 0.470 | 571 | 14.1 |
==> worst register-to-register path: stages (launching register included) <==
cell	delay, ns
sky130_fd_sc_hd__dfxtp_1	0.40
sky130_fd_sc_hd__ha_1	0.22
sky130_fd_sc_hd__nand4_1	0.17
sky130_fd_sc_hd__or3_1	0.35
sky130_fd_sc_hd__a21oi_1	0.16
Power is estimated from default activity; no workload was simulated.
