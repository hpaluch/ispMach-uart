==> /design/flow/design.v <==
module bb_uart_tx(rst, txen, txreg, bdclk, txd, txbsy);
  input rst;
  input txen;
  input [7:0]txreg;
  input bdclk;
  output txd;
  output txbsy;
  reg rtxbsy;
  assign txbsy = rtxbsy;
  reg rtxd;
  assign txd = rtxd;
  reg [3:0]rstate;
  reg [7:0]rtxreg;  
  parameter s0  = 4'b0000;  
  parameter s1  = 4'b0001;  
  parameter s8  = 4'b1000;  
  parameter s9  = 4'b1001;  
  parameter s10 = 4'b1010;  
  always @(posedge bdclk)
  if (rst)
  begin
    rstate  <= s0;  
    rtxbsy  <= 0;
    rtxd    <= 1;  
  end
  else
  begin
    if ( rstate == s0 && txen )
    begin
      rstate  <= s1;  
      rtxreg <= txreg;
      rtxbsy  <= 1;
      rtxd    <= 0;
    end
    else
    if ( rstate >= s1 && rstate <= s8 )
    begin
      rstate  <= rstate + 1;
      rtxd    <= rtxreg[0];
      rtxreg  <= { 1'b1, rtxreg[7:1] };
    end
    else 
    if ( rstate == s9 )
    begin
	rtxd   <= 1;  
        rstate <= s10;
    end
    else 
    if ( rstate == s10 )
    begin
        rtxbsy <= 0;  
	rstate <= s0;
    end         
  end
endmodule
==> /design/flow/run.sh <==
#!/bin/bash
# OpenROAD 26Q1-2900-gdf79404cd8, Yosys 0.63+post, stock flow scripts
make -C /OpenROAD-flow-scripts/flow DESIGN_CONFIG=/design/flow/config.mk WORK_HOME=/design/flow/orfs finish
==> /design/flow/config.mk <==
export PLATFORM = sky130hd
export DESIGN_NAME = bb_uart_tx
export DESIGN_NICKNAME = bb_uart_tx
export VERILOG_FILES = /design/flow/design.v
export SDC_FILE = /design/flow/constraint.sdc
export NUM_CORES = 4
export LEC_CHECK = 1
export CORE_AREA = 10 10 71 71
export DIE_AREA = 0 0 81 81
==> /design/flow/constraint.sdc <==
current_design bb_uart_tx

set clk_period 3.6
set clk_io_pct 0.2

create_clock -name clk0 -period $clk_period [get_ports {bdclk}]

set non_clock_inputs [all_inputs -no_clocks]
set_input_delay [expr $clk_period * $clk_io_pct] -clock clk0 $non_clock_inputs
set_output_delay [expr $clk_period * $clk_io_pct] -clock clk0 [all_outputs]
==> impl_metrics.toml <==
# implementation run metrics
[floorplanning]
rows = 22
fp_util_pct = 22.87
core_um2 = 3633
die_w_um = 81
dieArea_um2 = 6561
pin_count = 13
die.size.y_um = 81

[critical_path]
startpoint_type = "flop"
crit_type = "reg -> reg"
cp.arrival_ps = 1960
critical_path_buf_inv_count = 1
r2r_end = "rtxreg[4]"
crit_slowest_cell = "dfxtp_1"
r2r_start = "rstate[0]"
ff2ff_path_depth = 5
critPathLaunch = "rstate[0]"
path_delay_family = "simple AND/OR/NAND/NOR gates"
r2r_setup_slack_ps = 1630
cp.required_ps = 3590
cpPeakStageDelay_ps = 370
critPathMaxFanout = 11
cp_cell_sequence = "inv_1 -> ha_1 -> and2b_2 -> and3_4 -> mux2_2"
crit_path_end_kind = "flop"

[final_timing]
hold_viol = 0
setup_tns_ps = 0
grt_setup_unrepaired = "no"
worst_pin_slew_ps = 494.1
maxSlewViolCount = 0
slew_headroom_pct = 67.01
period_minus_slack_ps = 1965
layout_setup_ws_ps = 1635
fmax_ghz = 0.5088
fin_skew_ps = 3.345
finalCritPeriodShare_pct = 54.60
setup_viol = 0

[global_route]
antenna_found_initial = 0
grtUsageMet3_pct = 2.895
grtUsageMet2_pct = 7.484
grt_pass1_wl_mm = 2.946
grt-busiest-layer = "met1"
gr-total-overflow = 0
grt_usage_pct = 5.496
grt_max_degree = 16
grtUsageMet1_pct = 7.793
grt_pass1_vias = 631

[clock_tree]
htree_levels = 1
clock_path_buffers = 2
cts_tree = "built"
clock-sinks = 14
numCtsBuffers = 3
postCtsHoldBufs = 0
clock_latency_ps = 240
cts_resized = 0
path_clk_slew_ps = 60
cts_root_buf = "clkbuf_8"
cts_setup_buffers = 0

[placement]
dp_hpwl_mm = 1.276
io_buffers = 12
pre_cts_ws_ps = 1396
gp_congestion = 0.7777

[pwr]
design_power_total_uw = 796.9
power_switching_uw = 287.7
comb_power_share_pct = 47.9
powerDensity_nw_per_um2 = 780.5
leakagePower_uw = 0.0003555
vdd_ir_drop_max_mv = 0.3036
seq_power_share_pct = 35.8
clock_power_share_pct = 16.3
p_sw_share_pct = 36.10
intPower_uw = 509.2

[final_layout]
drive_above_1_share_pct = 18.68
area_delta_synth_final_pct = 22.89
layout_top_cells = "clkdlybuf4s50_1, mux2_2, edfxtp_1"
layout_top_cell = "clkdlybuf4s50_1"

[drt]
vias = 640
antenna_left = 0
routedWlPerCell_um = 12.60
drc = 0
drt_iter0_drc = 79
viasPerCell = 4.604
drt_wl_total_mm = 1.751
firstDrtPassIters = 4
antenna_cells = 0

[min_path]
min_path_type = "reg -> reg"
hold_end = "rtxbsy"
hold_depth = 2
holdCritStartpoint = "rtxbsy"

[synthesis]
yosys_area_um2 = 830.8
yosysWarningCount = 1
synth_area_per_cell_um2 = 10.38
ys.flops = 14
netlist-cell-type-count = 34
ys_cells = 80
synthCells = 80
syn_area_um2 = 830.8
ys_seq_share_pct = 43.37

[flow_run]
maxCapViolCount = 0
tool_warnings = 28

[outcome]
outcome = "finished clean"
flip-flops by register name (all words and copies together) (netlist names):
name	count
rtxd	1
rtxbsy	1
rtxreg	8
rstate	4
cell usage after synthesis (all sizes together):
| library cell | number | area share, % |
|---|---|---|
| a21o | 1 | 1.1 |
| ha | 4 | 6.0 |
| edfxtp | 8 | 29 |
| or2b | 1 | 0.90 |
| and2b | 1 | 1.1 |
| nor2 | 6 | 2.7 |
| o32ai | 1 | 1.1 |
| nand4 | 1 | 0.75 |
| a22o | 1 | 1.1 |
| or3b | 1 | 1.4 |
| o211ai | 1 | 0.90 |
| clkbuf | 2 | 0.90 |
| nand2b | 1 | 0.75 |
| buf | 3 | 3.3 |
| a311oi | 1 | 1.1 |
| nand3 | 2 | 1.2 |
| nor4 | 2 | 1.5 |
| dfxtp | 6 | 14 |
| nor2b | 1 | 0.75 |
| nor3 | 3 | 1.8 |
| a31o | 1 | 1.1 |
| mux2 | 8 | 11 |
| nand2 | 3 | 1.4 |
| o31a | 1 | 1.2 |
| and3 | 1 | 1.4 |
| inv | 5 | 2.3 |
| o21ai | 4 | 2.4 |
| a222oi | 1 | 1.2 |
| a21oi | 5 | 3.0 |
| a211oi | 1 | 0.90 |
| a31oi | 1 | 0.75 |
| mux2i | 1 | 1.2 |
| o21a | 1 | 0.90 |
worst max-delay path by stage:
stage	cells past startpoint	endpoint	slack (ps)
finish	5	rtxreg[4]	1630
global route	5	rtxreg[1]	1530
CTS	5	rtxreg[4]	1650
routing by layer:
metal	up-vias	part of all wire, %
li1	319	-
met1	287	48
met2	32	40
met3	2	11
met4	0	0.29
met5	-	0
cells by family (layout without fill, tap and decap cells):
| group | count (synthesis) | in the layout | share of synthesized area (%) |
|---|---|---|---|
| AOI/OAI and AO/OA | 20 | 20 | 16.57 |
| adders and majority gates | 4 | 4 | 6.024 |
| buffers and inverters | 10 | 21 | 6.476 |
| DFF | 14 | 14 | 43.37 |
| muxes | 9 | 9 | 12.05 |
| and+or+nand+nor | 23 | 23 | 15.51 |
per-stage QoR:
stage               hold slack, ps  cells  area [µm²]  util (%)
finish                       521.9    139        1021     28.10
global route                 558.9    139        1021     28.10
CTS                          524.3    139        1021     28.10
detailed placement           502.8    135       975.9     26.86
global placement             509.5    135       975.9     26.86
floorplan                    431.2     80       830.8         -
power groups by stage:
| stage | Sequential [µW] | Combinational (µW) | Clock (µW) |
|---|---|---|---|
| finish | 285 | 381 | 130 |
| global route | 292 | 423 | 143 |
| CTS | 285 | 382 | 136 |
cell type report:
cell class / instances / area (µm²)
clock buffer: 3 / 41.29
clock inverter: 1 / 3.754
fill: 383 / 2613
inverter: 5 / 18.77
multi-input combinational: 56 / 416.7
sequential: 14 / 360.3
tap: 48 / 60.06
timing repair buffer: 12 / 120.1
tightest hold or removal path: cells and delay by family, from the launching register on:
kind / cells / cell delay [ps]
AND/OR/NAND/NOR: 1 / 70
AND-OR/OR-AND: 1 / 70
flip-flops: 1 / 350
No activity file was given, so power comes from the tool's default toggle rates.
